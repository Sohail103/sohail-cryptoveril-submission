$ cat ./design.v
module cryptoveril (
    input wire clk1,      
    input wire clk2,      
    input wire clk3,      
    input wire rst,       
    input wire [15:0] input_data,  
    input wire [4:0] key_bits,     
    input wire ld,               
    input wire start,
    output wire [15:0] output_data  
);
    wire [15:0] stg1_out;
    wire [16:0] stg2_out;
    wire [15:0] stg3_out;
    wire stg1_done, stg2_done;
    stage1 stg1(
    clk1,
    rst,
    key_bits,
    input_data,
    ld,
    start,
    stg1_done,
    stg1_out
    );
    stage2 stg2(
    clk2,
    rst,
    key_bits,
    stg1_out,
    stg1_done,
    stg2_done,
    stg2_out
    );
    stage3 stg3(
        clk3,
        rst,
        stg2_out,
        stg3_out
    );
    assign output_data = stg3_out[15:0];
endmodule
module stage1(
    input wire clk1,
    input wire rst,
    input wire [4:0] key_bits,
    input wire [15:0] input_data,
    input wire ld,
    input wire start,
    output reg done,
    output reg [15:0] stg1_out
);
    reg [15:0] shift_reg = 0;
    always @(posedge clk1 or posedge rst) 
    begin
        if (rst) 
        begin
            shift_reg <= 16'b0;
            stg1_out <= 16'b0;
            done <= 1'b0;
        end 
        else
        begin
            if (ld) 
            begin
                shift_reg <= input_data;
                done <= 1'b0;
            end 
            else if (start && !done) 
            begin
                stg1_out <= (shift_reg << key_bits[4:2]) + 16'd3;
                done <= 1'b1;
            end
        end
    end
endmodule
module stage2(
    input wire clk2,
    input wire rst,
    input wire [4:0] key_bits,
    input wire [15:0] stg1_out,
    input wire stg1_done,
    output reg done,
    output reg [16:0] stg2_out
);
    always @(posedge clk2 or posedge rst)
    begin
        if(rst)
        begin
            stg2_out <= 17'b0;
            done <= 1'b0;
        end
        else 
        begin
        if(stg1_done && !done)
        begin 
            stg2_out[16:1] <= stg1_out;
            case(key_bits[1:0])
            2'b00: begin stg2_out[0] <= ~(^stg1_out); done<=1'b1; end
            2'b01: begin stg2_out[0] <= |stg1_out; done <= 1'b1; end
            2'b10: begin stg2_out[0] <= &stg1_out; done <= 1'b1; end
            2'b11: begin stg2_out[0] <= |stg1_out; done <= 1'b1; end
            endcase
        end
        end
    end
endmodule
module stage3(
    input wire clk3,
    input wire rst,                      
    input wire [16:0] stg2_out,
    output wire [15:0] stg3_out
);
    assign stg3_out = stg2_out[16:1];
endmodule
$ cat ./run.sh
#!/bin/bash
# OpenROAD 26Q1-2900-gdf79404cd8, Yosys 0.63+post, stock flow scripts
make -C /OpenROAD-flow-scripts/flow DESIGN_CONFIG=/design/flow/config.mk WORK_HOME=/design/flow/orfs finish
$ cat ./config.mk
export PLATFORM = sky130hd
export DESIGN_NAME = cryptoveril
export DESIGN_NICKNAME = cryptoveril
export VERILOG_FILES = /design/flow/design.v
export SDC_FILE = /design/flow/constraint.sdc
export NUM_CORES = 4
export LEC_CHECK = 1
export CORE_UTILIZATION = 40
$ cat ./constraint.sdc
current_design cryptoveril

set clk_period 7.0
set clk_io_pct 0.2

create_clock -name clk0 -period $clk_period [get_ports {clk1}]
create_clock -name clk1 -period $clk_period [get_ports {clk2}]

set non_clock_inputs [all_inputs -no_clocks]
set_input_delay [expr $clk_period * $clk_io_pct] -clock clk0 $non_clock_inputs
set_output_delay [expr $clk_period * $clk_io_pct] -clock clk0 [all_outputs]
==> results.txt <==
Log Warnings: 29
outcome: finished clean
CTS resizes: 0
top cells by area, synth: dfrtp_1 43%, mux2_2 17%, mux4_2 8.5%
Hold Buf Count CTS: 0
First DRT Iteration DRCs: 64
DRT antenna net count: 0
final wirelength: 4886 um
post-synthesis cell area: 2900 um^2
Yosys Warn Count: 2
io pins: 43
register area share after synthesis: 43.14%
Critical Path Fanout Max: 15
leak pwr: 1.448 nW
# setup viols final: 0
max-slew violation count: 0
Worst Max-Slew Pin Slew: 0.7659 ns
Yosys top cell area share: 43.14%
routed vias/inst: 5.092
Fill cells: 626
CTS tree: yes
core area: 6907 um^2
distinct cell type count after synthesis: 45
via count: 1945
Chip Area, Yosys: 2900 um^2
fp util: 41.99%
Cells after Synth: 248
final core occ: 50.49%
initial antenna violation count: 0
area leader, netlist: dfrtp_1
Worst Skew: 0.003760 ns
critical path type: in -> reg
ys cells: 248
largest net degree at the start of global routing: 51
kind of end point of the critical path: register
#FFs+latches synth: 50
routed length per instance: 12.79 um
unrepaired setup endpoints after global routing: false
IO Port Bufs: 38
Async SR Flop Fraction: 100.0%
Synth top cells by count: 50 x dfrtp_1, 43 x mux2_2, 25 x nand2_1
FP Rows: 30
synth-to-layout area growth: 20.23%
post-CTS setup buffers: 0
Synth Flop Type: dfrtp_1
# diodes: 0
Max-Cap Viols: 0
DRC: 0
RePlAce Congestion: 0.8446
hpwl dp: 3594 um
total grt overflow: 0
arrival time at the worst endpoint: 4.09 ns
Critical Path Source Type: input port
clk sinks: 50
setup TNS: 0 ns
share of cells above drive strength 1: 27.97%
Min-Delay Path Class: reg -> reg
Final Hold Fails: 0
EDFF count, synth: 0
die height: 87.15 um
pwr dens: 214.8 nW/um^2
Syn Area/Cell: 11.69 um^2
DR pass1 iterations: 4
Synth top cell by count: dfrtp_1
die area: 7595 um^2
Relative slew margins: 48.78%
maximum vdd drop: 0.08297 mV
Total Routing Usage GR: 15.38%
Horiz. Die Dim: 87.15 um
first-pass GRT wire length: 8990 um
clk slew on worst S/H paths: 0.07 ns
vias in the first global route: 1882
Crit path required time: 7.15 ns
## critical path: stages
cell and delay, ns:
clkdlybuf4s50_1 0.69, nor4b_4 0.43, inv_1 0.07, ha_1 0.19
nor2_1 0.08, o21ai_0 0.14, nor4_2 0.51, nand4_2 0.21
nor3_1 0.27, o31ai_2 0.09
## placed cells by master, fill, tap and decap left out, types with 2 or more instances in the layout
cell,instances
and2_1,2
inv_2,2
mux2_2,43
or2_2,2
nor2_1,13
clkbuf_8,10
mux4_2,11
inv_1,3
a32oi_1,4
buf_4,4
mux2i_1,12
and3_1,2
nand2_1,25
nand3_1,3
nand4_1,2
o21ai_0,19
clkdlybuf4s50_1,38
nor2b_1,5
xor2_1,3
dfrtp_1,50
o31ai_1,2
nor3_1,3
xnor2_1,6
## logic make-up after synthesis
group,count (synthesis),synth area share [%]
adder cells (fa/ha/maj),1,0.4313
AND-OR/OR-AND,33,7.161
XOR/XNOR,9,2.718
buffers and inverters,21,3.753
multiplexers,66,29.38
flip-flops,50,43.14
AND/OR/NAND/NOR,68,13.42
## power by group
| part | total, mW | internal [mW] | switching, mW | leakage, nW |
|---|---|---|---|---|
| Sequential | 0.358 | 0.329 | 0.0285 | 0.625 |
| Combinational | 0.165 | 0.0964 | 0.0685 | 0.746 |
| Clock | 0.226 | 0.129 | 0.0975 | 0.0770 |
| Total | 0.749 | 0.555 | 0.195 | 1.45 |
## metrics by stage
stage	power (mW)	std cells	cell area [um^2]	worst slack [ns]	hold slack, ns
6_report	0.7492	382	3487	3.062	0.4765
5_1_grt	0.8019	382	3487	2.724	0.5078
3_3_place_gp	0.5283	370	3341	2.783	0.4524
2_1_floorplan	0.4715	248	2900	3.433	0.4375
3_5_place_dp	0.5306	370	3341	2.727	0.4608
4_1_cts	0.7630	382	3487	3.033	0.4769
## routing by layer
metal | global-route usage (%) | part of all wire (%) | vias to the layer above | wire, um
met5 | 0 | 0 | - | 0
met4 | 2.981 | 2.3 | 0 | 113
met3 | 2.500 | 3.0 | 10 | 149
met2 | 22.19 | 43 | 36 | 2081
met1 | 25.66 | 52 | 921 | 2541
li1 | - | - | 978 | -
## final cells by class
type / count / area [um^2] / area share, %
multi-input combinational: 177 / 1540 / 44.17
sequential: 50 / 1251 / 35.88
clock inverter: 1 / 5.005 / 0.1435
inverter: 5 / 18.77 / 0.5382
timing repair buffer: 42 / 410.4 / 11.77
clock buffer: 11 / 141.4 / 4.055
tap: 96 / 120.1 / 3.445
## final timing paths
check / start / to / slack, ns / cells after the start
worst max-delay path: key_bits[3] / stg1.stg1_out[14]$_DFFE_PP0P_ / 3.06 / 10
worst min-delay path: stg1.stg1_out[13]$_DFFE_PP0P_ / stg1.stg1_out[13]$_DFFE_PP0P_ / 0.48 / 2
worst max register to register: stg1.shift_reg[0]$_DFFE_PP0P_ / stg1.stg1_out[14]$_DFFE_PP0P_ / 4.57 / 9
worst min register to register: stg1.stg1_out[13]$_DFFE_PP0P_ / stg1.stg1_out[13]$_DFFE_PP0P_ / 0.48 / 2
max in group asynchronous: rst / stg2.stg2_out[14]$_DFFE_PP0P_ / 4.95 / 3
max in group clk1: stg1.done$_DFFE_PP0P_ / stg2.stg2_out[9]$_DFFE_PP0P_ / 5.73 / 3
min in group clk1: stg2.done$_DFFE_PP0P_ / stg2.done$_DFFE_PP0P_ / 0.48 / 1
min in group asynchronous: rst / stg1.done$_DFFE_PP0P_ / 1.57 / 3
Power figures rest on the tool's default switching activity, not on a simulated workload.
