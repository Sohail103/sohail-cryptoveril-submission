==> design/flow/run.sh <==
#!/bin/bash
# OpenROAD 26Q1-2900-gdf79404cd8, Yosys 0.63+post, stock flow scripts
make -C /OpenROAD-flow-scripts/flow DESIGN_CONFIG=/design/flow/config.mk WORK_HOME=/design/flow/orfs finish
==> design/flow/config.mk <==
export PLATFORM = sky130hd
export DESIGN_NAME = reverse
export DESIGN_NICKNAME = reverse
export VERILOG_FILES = /design/flow/design.v
export SDC_FILE = /design/flow/constraint.sdc
export NUM_CORES = 4
export LEC_CHECK = 1
export CORE_AREA = 10 10 92 92
export DIE_AREA = 0 0 102 102
==> design/flow/constraint.sdc <==
current_design reverse

set clk_period 5.9
set clk_io_pct 0.2

create_clock -name clk0 -period $clk_period

set non_clock_inputs [all_inputs -no_clocks]
set_input_delay [expr $clk_period * $clk_io_pct] -clock clk0 $non_clock_inputs
set_output_delay [expr $clk_period * $clk_io_pct] -clock clk0 [all_outputs]
==> design/flow/design.v <==
module reverse(
    input  wire [15:0] stg3_out,
    input  wire [4:0]  key_bits,
    output wire [15:0] result
);
    wire [15:0] subtracted;
    wire [2:0]  shift_amt;           
    assign subtracted = stg3_out - 16'd3;
    assign shift_amt  = key_bits[4:2];
    assign result     = subtracted >> shift_amt;
endmodule
==> impl_metrics.py <==
# Flow results
metrics = {
    "place": {
        "gp_congestion": 0.868,
        "placed_cell_area_sq_um": 1470,
        "port_buffers": 35,
        "hpwl_mm": 2.80,
    },
    "cts": {
        "postCtsSetupRepairBufs": 0,
        "cts_resized": 0,
        "cts_hold_buf": 0,
    },
    "global_route": {
        "grt_max_degree": 37,
        "grt_remaining_overflow": 0,
        "grt_pass1_wl_mm": 5.47,
        "grt_pass1_vias": 1098,
        "track_usage_pct": 6.22,
        "antenna_found_initial": 0,
    },
    "power": {
        "peakVddDrop_mv": 0.0336,
        "power.leakage_nw": 0.493,
        "powerDensity_nw_per_um2": 76.9,
    },
    "detailed_routing": {
        "post_drt_wl_per_cell_um": 13.4,
        "ant_nets": 0,
        "drcViolationCount": 0,
        "routed_via_density": 4.81,
        "drtIter0Drc": 86,
        "drtPass1Iterations": 4,
        "finalWirelength_mm": 3.37,
        "vias": 1208,
        "num_antenna_cells": 0,
    },
    "yosys": {
        "netlist_area_sq_um": 1120,
        "ys_cells": 156,
        "synth.distinct_cells": 47,
        "synthCells": 156,
        "yosysWarnings": 0,
        "yosysChipArea_sq_um": 1120,
        "top_cells_by_count": "mux2i_1 (18), a21oi_1 (12), nand2_1 (11), nor2_1 (11), clkbuf_1 (9)",
        "most_common_cell": "mux2i_1",
        "netlist.area_leader.share_pct": 16.1,
        "synth_seq_share_pct": 0,
        "top_cells_by_area": "mux2i_1 (16%), xnor2_1 (6.3%), nor4_4 (5.7%), a21oi_1 (5.4%), buf_6 (4.0%)",
        "avgSynthCellArea_sq_um": 7.18,
        "largest_area_cell": "mux2i_1",
    },
    "critical_path": {
        "max_stage_delay_ns": 0.64,
        "crit_type": "input pin to primary output",
        "crit_chain": "clkdlybuf4s50_1 > ha_1 > or4_4 > nor4_4 > mux2i_1 > a211oi_2 > mux2i_1 > mux2i_2 > clkdlybuf4s50_1",
        "cp_data_required_time_ns": 4.72,
        "end_kind": "primary output",
        "setup.worst_path.start_class": "input pin",
        "crit_fanout": 9,
        "slowest_stage": "or4_4",
        "cp.arrival_ns": 4.20,
    },
    "floorplanning": {
        "rows": 29,
        "num_io_pins": 37,
        "fp_util_pct": 17.3,
        "coreArea_sq_um": 6460,
        "die-width_um": 102,
        "die_y_um": 102,
        "chip_area_sq_um": 10400,
    },
    "sta": {
        "hold_violations": 0,
        "setup_violations": 0,
        "fmax_mhz": 186,
        "final.period_utilization_pct": 91.2,
        "worst_slew_pin_slew_ns": 0.612,
        "slew_headroom_pct": 59.1,
        "rsz0062_at_grt": "false",
        "period_minus_slack_ns": 5.38,
        "tns_ns": 0,
        "report.final.slew_viol_count": 0,
    },
    "cells_and_area": {
        "postLayoutCellArea_sq_um": 1470,
        "area_growth_syn_to_layout_pct": 31.6,
        "clock_buffers": 0,
        "flop_area_sq_um": 0,
        "flops": 0,
        "utilization_pct": 22.8,
        "layout-drive-gt1-share_pct": 10.3,
    },
    "run_status": {
        "status": "finished, final reports clean",
    },
    "job": {
        "tool_warnings": 34,
        "maxCapViolations": 0,
    },
    "hold_path": {
        "min_path_type": "input pin to primary output",
    },
}
-- worst max-delay path, delay by kind of cell --
family,cells,cell delay (ns)
buffers and inverters,2,0.98
and+or+nand+nor,2,0.85
adders and majority gates,1,0.34
AOI/OAI and AO/OA,1,0.35
muxes,3,0.51
-- cells in the final DEF (no fill, tap or decap), types with 5 or more instances in the layout --
cell type	synthesis	final
or3_1	6	6
nor2_1	11	11
xnor2_1	8	8
o22ai_1	5	5
nand2_1	11	11
nor3_1	6	6
clkdlybuf4s50_1	0	35
a21oi_1	12	12
mux2i_1	18	18
-- kinds of logic after synthesis --
kind of cell / Yosys count / synth area share, %
buf+inv: 22 / 10.3
simple gates: 59 / 32.7
xor+xnor: 8 / 6.26
compound gates: 42 / 25.6
mux: 24 / 24.0
fa+ha+maj: 1 / 1.12
-- final cells by class --
class / count / area (sq um)
inverters: 4 / 15.0
well taps: 77 / 96.3
multi-input cells: 134 / 1000
fillers: 719 / 4980
repair buffers: 36 / 358
-- worst paths after layout --
| kind | start | cells after the start | endpoint | slack (ns) |
|---|---|---|---|---|
| worst max-delay path | stg3_out[0] | 9 | result[9] | 0.52 |
| worst min-delay path | stg3_out[15] | 5 | result[15] | 3.52 |
-- power breakdown --
part / internal [mW] / leakage, nW / switching (mW)
Sequential: 0 / 0 / 0
Clock: 0 / 0 / 0
Combinational: 0.0612 / 0.493 / 0.0522
-- per-stage QoR --
stage / worst slack (ns) / std cells / power [mW] / hold WS (ns)
floorplan: 1.65 / 156 / 0.0640 / 2.50
global placement: 0.532 / 251 / 0.114 / 3.52
detailed placement: 0.524 / 251 / 0.114 / 3.54
CTS: 0.517 / 251 / 0.115 / 3.54
global route: 0.367 / 251 / 0.125 / 3.61
finish: 0.521 / 251 / 0.113 / 3.52
-- routing by layer --
metal | up-vias | track usage [%] | wire (um)
met4 | 0 | 0 | 0
met2 | 45 | 9.68 | 1490
met1 | 531 | 9.63 | 1690
met3 | 0 | 0.477 | 187
met5 | - | 0 | 0
li1 | 632 | - | -
Power figures rest on the tool's default switching activity, not on a simulated workload.
